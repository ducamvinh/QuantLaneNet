===== ./run.sh =====
#!/bin/bash
# OpenROAD 26Q1-2900-gdf79404cd8, Yosys 0.63+post, stock flow scripts
make -C /OpenROAD-flow-scripts/flow DESIGN_CONFIG=/design/flow/config.mk WORK_HOME=/design/flow/orfs finish

===== ./config.mk =====
export PLATFORM = sky130hd
export DESIGN_NAME = fifo_counter
export DESIGN_NICKNAME = fifo_counter
export VERILOG_FILES = /design/flow/design.v
export SDC_FILE = /design/flow/constraint.sdc
export NUM_CORES = 4
export LEC_CHECK = 1
export CORE_AREA = 10 10 74 74
export DIE_AREA = 0 0 84 84

===== ./constraint.sdc =====
current_design fifo_counter

set clk_period 2.0
set clk_io_pct 0.2

create_clock -name clk0 -period $clk_period [get_ports {clk}]

set non_clock_inputs [all_inputs -no_clocks]
set_input_delay [expr $clk_period * $clk_io_pct] -clock clk0 $non_clock_inputs
set_output_delay [expr $clk_period * $clk_io_pct] -clock clk0 [all_outputs]

===== ./design.v =====
`timescale 1ns / 1ps
module fifo_counter #(
    parameter DEPTH = 2**16
)(
    cnt,
    cnt_en,
    rst_n,
    clk
);
    localparam ADDR_WIDTH = $clog2(DEPTH);
    output [ADDR_WIDTH:0] cnt;
    input cnt_en, rst_n, clk;
    reg [ADDR_WIDTH-1:0] cnt_low;
    reg cnt_msb;
    assign cnt = {cnt_msb, cnt_low};
    wire at_limit = cnt_low == DEPTH - 1;
    always @ (posedge clk or negedge rst_n) begin
        if (~rst_n) begin
            {cnt_msb, cnt_low} <= 0;
        end
        else if (cnt_en) begin
            cnt_msb <= at_limit ^ cnt_msb;
            cnt_low <= at_limit ? 0 : cnt_low + 1;
        end
    end
endmodule

==> CHANGELOG.md <==
### Metrics

- Top cells by area: dfrtp_1, xnor2_1, xor2_1
- Clk pwr share: 27.1%
- Critical R2R Launch: cnt_low[0]
- Yosys cell count: 80
- Registers, synthesis: 17
- DRC: 0
- Combinational share of power: 20.6%
- Antenna cells: 0
- Gate Area: 385.4 um^2
- Max-slew violations: 0
- Synthesized area: 852.1 um^2
- Met3 GRT Util: 3.346%
- Tot Pwr: 940.5 uW
- Sequential cell area: 425.4 um^2
- # port buffers: 19
- Clock skew: 0.0007591 ns
- WHS: 0.4665 ns
- Syn Area/Cell: 10.65 um^2
- Hold buffers post-CTS: 0
- CTS root buf: clkbuf_8
- Final min period: 1.728 ns
- RSZ-0062 raised after global routing: false
- YS chip area: 852.1 um^2
- Reg-to-reg slack, setup: 0.27 ns
- Critical-path cell list: ha_1 -> nand2_1 -> or3_4 -> nor2b_2 -> xor2_2
- Pre-CTS setup slack: 0.02778 ns
- FP Util: 21.46%
- Die W: 84 um
- Sequential share of power: 52.3%
- Crit path buf inv count: 0
- I/O Pins: 20
- Final tally of hold violations: 0
- Outcome: finished clean
- Synth warn: 1
- Antenna violations before repair: 0
- Nature of the critical path endpoint: flop
- Met2 usage: 6.760%
- Post-synth top area share: 49.93%
- Worst slew pin tran: 0.3740 ns
- Depth of the worst register-to-register path: 5
- Largest net degree at the start of global routing: 18
- Area grow syn2layout: 34.21%
- Worst EP required: 2.12 ns
- Worst r2r dst: cnt_msb
- Ratio of cells with drive above 1 in the final layout: 11.65%
- Post-DP HPWL: 1.446 mm
- Pleak: 0.4757 nW
- Remaining antenna violation count: 0
- Htree depth: 1
- Vias: 650
- Cell Rows: 23
- Mapped Cells: 80
- Net Sw Power: 268.5 uW
- Full die area: 7056 um^2
- Late-Pin Clk Latency: 0.25 ns
- Peak VDD IR: 282.2 uV
- CTS Buffer Depth: 2
- Slowest CP cell: dfrtp_1
- Crit-path max FO: 8
- Drt first pass iters: 4
- Switching Fraction: 28.55%
- PnR worst setup slack: 0.2723 ns
- Critical Path Start Type: flop
- Die y size: 84 um
- Post-Route WL: 1.892 mm
- Crit path DAT: 1.85 ns
- CP peak stage delay: 0.45 ns
- Gr busiest metal: met1
- Core area: 3971 um^2
- Cell-internal power: 672.0 uW
- Register share after synthesis: 49.93%
- Reg clk slew, reported paths: 0.07 ns
- Fillers: 419
- Vias in the first global route: 586
- Final setup vio count: 0
- Period utilization: 86.38%
- Number of logged tool warnings: 25
- Kind of critical path: reg2reg
- Max Fclk: 578.8 MHz
- Clock Sinks: 17
- CP delay by family, top: simple AND/OR/NAND/NOR gates
- Total CTS buffers: 3
- Met1 Track Usage GR: 7.003%
- Vias/cell: 4.248
- Post-CTS setup buffer count: 0
- Fin Setup TNS: 0 ns
- GRT Total Usage: 5.117%
- P per Cell Area: 822.4 nW/um^2
- Synth unique cells: 22
- Biggest area consumer among synthesized cells: dfrtp_1
- Relative slew margins: 74.96%
- CTS tree: done
- Max-cap violations: 0
- Final weighted congestion in routability-driven placement: 0.8336
- Global-route wire length before repair: 3.008 mm
- Global route overflow: 0
- # resized after CTS: 0
- Worst hold path class: in2async
- 1st-iter DRT viols: 27
- Routed length per instance: 12.37 um
[cell type report]
class	instances	share of cell area, %
inverters	3	0.9847
well taps	50	5.470
clock buffers	3	3.610
multi-input cells	57	33.70
flip-flops and latches	17	37.20
repair buffers	22	18.60
clock inverters	1	0.4376
[registers in the layout (all words and copies together) (netlist names)]
name / flops
cnt_low: 16
cnt_msb: 1
[power groups by stage]
stage                 sequential, mW  clock [mW]  combinational, mW
after CTS                      0.492       0.264              0.201
after global routing           0.502       0.280              0.219
final                          0.491       0.255              0.194
[worst max-delay path by stage]
stage / startpoint / endpoint / slack (ns) / cells after the start
CTS: cnt_low[0] / cnt_msb / 0.24 / 5
global route: cnt_low[0] / cnt_low[7] / 0.17 / 5
finish: cnt_low[0] / cnt_msb / 0.27 / 5
[layer usage]
layer	vias up	share of wire [%]
met3	2	12
met5	-	0
met4	0	0.53
li1	315	-
met2	23	42
met1	310	45
[cells by family after synthesis]
logic type	Yosys count	share of synthesized area, %
adder cells (fa/ha/maj)	1	1.468
flip-flops	17	49.93
XOR/XNOR	15	16.30
AND/OR/NAND/NOR	39	26.14
buffers and inverters	6	4.846
AND-OR/OR-AND	2	1.321
[metrics by stage]
stage / std cells / instance area (um^2) / util [%]
4_1_cts: 153 / 1144 / 28.80
2_1_floorplan: 80 / 852.1 / -
3_5_place_dp: 149 / 1097 / 27.63
5_1_grt: 153 / 1144 / 28.80
6_report: 153 / 1144 / 28.80
3_3_place_gp: 149 / 1097 / 27.63
[synth_stat cells]
| library cell | count |
|---|---|
| nand4_4 | 1 |
| xnor2_1 | 9 |
| or3_4 | 1 |
| nor2b_2 | 1 |
| nor2_1 | 10 |
| nor3_1 | 3 |
| buf_6 | 2 |
| nor3_2 | 1 |
| dfrtp_1 | 17 |
| nand3_1 | 3 |
| nand2_1 | 6 |
| xor2_1 | 5 |
| nor4_1 | 3 |
| inv_1 | 3 |
| nand2b_1 | 2 |
| o21ai_0 | 1 |
| nand4_1 | 5 |
| xor2_2 | 1 |
| o22ai_1 | 1 |
| and3_1 | 3 |
| ha_1 | 1 |
| buf_4 | 1 |
[layout by cell type (no fill, tap or decap), types with 2 or more instances in the layout]
cell type,instances
clkbuf_8,3
dfrtp_1,17
xnor2_1,9
nand2b_1,2
nor3_1,3
buf_4,3
nand2_1,6
nand3_1,3
nand4_1,5
nor4_1,3
nor2_1,10
inv_1,3
xor2_1,5
clkdlybuf4s50_1,19
and3_1,3
Power figures rest on the tool's default switching activity, not on a simulated workload.
