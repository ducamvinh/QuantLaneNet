$ cat ./run.sh
#!/bin/bash
# OpenROAD 26Q1-2900-gdf79404cd8, Yosys 0.63+post, stock flow scripts
make -C /OpenROAD-flow-scripts/flow DESIGN_CONFIG=/design/flow/config.mk WORK_HOME=/design/flow/orfs finish
$ cat ./config.mk
export PLATFORM = sky130hd
export DESIGN_NAME = activity_led_blink
export DESIGN_NICKNAME = activity_led_blink
export VERILOG_FILES = /design/flow/design.v
export SDC_FILE = /design/flow/constraint.sdc
export NUM_CORES = 4
export LEC_CHECK = 1
export CORE_AREA = 10 10 93 93
export DIE_AREA = 0 0 103 103
$ cat ./constraint.sdc
current_design activity_led_blink

set clk_period 7.7
set clk_io_pct 0.2

create_clock -name clk0 -period $clk_period [get_ports {clk}]

set non_clock_inputs [all_inputs -no_clocks]
set_input_delay [expr $clk_period * $clk_io_pct] -clock clk0 $non_clock_inputs
set_output_delay [expr $clk_period * $clk_io_pct] -clock clk0 [all_outputs]
$ cat ./design.v
`timescale 1ns/1ps
module activity_led_blink #(
    parameter COUNTER_WIDTH = 25
)(
    output led_out,
    input  trigger,
    input  clk,
    input  rst_n
);
    localparam [COUNTER_WIDTH-1:0] RESET_VALUE = {1'b0, {COUNTER_WIDTH-1{1'b1}}};
    reg [COUNTER_WIDTH-1:0] counter;
    always @ (posedge clk or negedge rst_n) begin
        if (~rst_n) begin
            counter <= RESET_VALUE;
        end
        else if (counter != RESET_VALUE || trigger) begin
            counter <= counter + 1;
        end
        else begin
            counter <= counter;
        end
    end
    assign led_out = counter[COUNTER_WIDTH-1];
endmodule
==> impl_summary.log <==
[flow] summary of implementation run
[metrics] run status: finished clean
[metrics] DR pass1 iterations: 4
[metrics] post-synth tally of flip-flops with integrated enable: 0
[metrics] number of cells on the worst hold path: 2
[metrics] total DRC errors in the routed layout: 0
[metrics] switching part of the total: 20.8%
[metrics] share of the clock period used by the worst path after layout: 39.0%
[metrics] parity-gate share of the synthesized area counting xor and xnor cells: 9.10%
[metrics] total of endpoints with negative setup slack in the final report: 0
[metrics] clock-pin slew reported for the worst setup and hold paths after clock tree synthesis: 90 ps
[metrics] DIE HEIGHT: 103 µm
[metrics] combined area of all synthesized cells: 0.00135 mm²
[metrics] clock latency reported for the late side of the worst-skew pair: 270 ps
[metrics] number of clock sinks: 25
[metrics] net switching component of the power: 0.0446 mW
[metrics] Mux area share: 1.58%
[metrics] clock network power share: 36.4%
[metrics] RSZ-0062 raised after global routing: no
[metrics] yosys synthesis chip area: 0.00135 mm²
[metrics] Synth logic family: simple AND/OR/NAND/NOR gates
[metrics] wire length of the first global-routing pass: 4210 µm
[metrics] worst setup path class: in -> reg
[metrics] via total after detailed routing: 946
[metrics] routed length per instance: 10.7 µm
[metrics] Distinct lib cells used: 34
[metrics] number of global-route vias before repair: 899
[metrics] worst r2r dst: counter[1]
[metrics] Clock H-tree levels: 1
[metrics] total global-route track usage: 4.77%
[metrics] count of endpoints failing hold in the final timing report: 0
[metrics] register with the highest flop count: counter
[metrics] Worst EP required: 7890 ps
[metrics] flip-flop count of the largest register, all copies and words added: 25
[metrics] slew at the pin with the worst max-slew slack: 742 ps
[metrics] Iter 0 DRT Violations: 45
[metrics] setup clock skew after layout: 7.97 ps
[metrics] min-delay src: counter[19]
[metrics] worst r2r src: counter[0]
[metrics] cell count listed in synth_stat.txt: 135
[metrics] dominant logic cell type in the layout: dfstp_2
[metrics] largest net degree at the start of global routing: 26
[metrics] Detailed Route WL: 2340 µm
[metrics] Synth Area in Compound Gates: 6.78%
[metrics] async set or reset register ratio after synthesis: 100%
[metrics] fraction of final layout cells with drive strength greater than 1: 25.7%
[metrics] class of the tightest hold or removal check: reg -> reg
[metrics] ys flop type: dfstp_2
[metrics] maximum fanout encountered on the critical timing path: 20
[metrics] Fmax achieved: 333 MHz
[metrics] peak ir drop on the vdd network: 0.000139 V
[metrics] library cell used as clock root buffer: clkbuf_8
[metrics] Die Span X: 103 µm
[metrics] post-layout minimum cycle time: 3000 ps
[metrics] cell count after placement: 216
[metrics] yosys adder share: 0.929%
[metrics] number of port buffers: 3
[metrics] flop-to-flop setup slack: 5010 ps
[metrics] layout-stage area growth over the synthesis result: 12.7%
[metrics] Pwr Density: 141 mW/mm²
[metrics] final standard cell count with taps included and fillers excluded: 220
[metrics] registers with the most flip-flops: counter: 25 flops
[metrics] share of synthesized cell area in and, or, nand and nor gates: 30.6%
[metrics] Critical Path Source: trigger
[metrics] post-cts hold-fix buffer tally: 0
[metrics] max-capacitance violation count: 0
[metrics] CTS max path bufs: 2
[metrics] most frequent logic cells in the routed design: 24 x dfstp_2, 21 x nand2_1, 13 x nand3_1
[metrics] diode count: 0
[metrics] area of the die: 0.0106 mm²
[metrics] setup TNS after final layout: 0 ps
[metrics] Registers, synthesis: 25
[metrics] total core area: 0.00676 mm²
[metrics] initial antenna violation count: 0
[metrics] CTS tree: done
[metrics] part of the power in combinational logic: 1.9%
[metrics] Placement Rows: 30
[metrics] design internal power: 0.169 mW
[metrics] number of setup buffers added after CTS: 0
[metrics] data arrival time at the worst-slack endpoint: 3190 ps
[metrics] top-level port count: 4
[metrics] total half-perimeter wirelength after legalization and detailed placement: 1590 µm
[metrics] PostCTS Resize Cnt: 0
[metrics] Post-Syn Area per Cell: 9.98 µm²
[metrics] Min-Delay Endpoint: counter[19]
[metrics] Placer Congestion: 0.793
[metrics] number of instances in the synthesized netlist: 135
[metrics] Leak Pwr: 0.554 nW
[metrics] Yosys warning total: 1
[metrics] aggregate global routing overflow: 0
[metrics] via density per instance: 4.30
[metrics] post-detailed-route count of antenna-violating nets: 0
[metrics] number of cells on the worst reg-to-reg path: 5
[metrics] Synth Seq Share: 48.7%
[metrics] category of the worst setup path capture point: flop
[metrics] total tool warning count: 25
[metrics] power share of the sequential group: 61.6%
[metrics] final-report max-slew violation count: 0
[metrics] Slew headroom: 50.4%
[metrics] sort of element at the start of the critical path: input pin
[metrics] share of the core filled by cells before placement: 19.9%
[metrics] Inserted Clock Buffers: 3
## kinds of logic after synthesis
logic type / Yosys count
AND/OR/NAND/NOR: 70
flip-flops: 25
AND-OR/OR-AND: 15
XOR/XNOR: 14
buffers and inverters: 8
multiplexers: 2
adder cells (fa/ha/maj): 1
## worst max-delay path by stage
stage	endpoint
finish	counter[1]
CTS	counter[1]
global route	counter[1]
## per-stage QoR
step           hold WS (ps)  util, %  instance area (µm²)  setup WS [ps]  power [mW]
2_1_floorplan           457        -                 1350           5230       0.134
3_3_place_gp            496     21.8                 1470           4380       0.138
3_5_place_dp            499     21.8                 1470           4360       0.138
4_1_cts                 514     22.5                 1520           4660       0.218
5_1_grt                 539     22.5                 1520           4520       0.222
6_report                515     22.5                 1520           4700       0.214
## critical path, cell delays in order
cell	delay [ps]
clkdlybuf4s50_1	430
nor2_1	130
nand3_1	550
mux2_1	530
## Yosys cell counts (2+ instances only)
cell,number,area [µm²]
a21oi_1,4,20.0
and3_1,5,31.3
clkbuf_1,2,7.51
dfstp_2,24,631
inv_1,5,18.8
nand2_1,21,78.8
nand3_1,13,65.1
nand4_1,3,18.8
nor2_1,6,22.5
nor3_1,5,25.0
nor4_1,5,31.3
o21ai_0,4,20.0
o31ai_1,2,15.0
or3_1,2,12.5
or4_1,2,15.0
or4_4,2,22.5
xnor2_1,9,78.8
xor2_1,5,43.8
## final cells by class
class	count	area, µm²
multi-input combinational	102	661
clock buffer	3	41.3
timing repair buffer	4	37.5
fill	725	5240
inverter	5	18.8
sequential	25	656
tap	80	100
clock inverter	1	5.00
## routing by layer
metal  GRT usage (%)  wire [µm]  share of wire (%)  vias up
li1                -          -                  -      494
met5               0          0                  0        -
met3            1.22         56                2.4        0
met1            7.62       1290                 55      448
met2            6.68        998                 43        4
met4               0          0                  0        0
## power groups by stage
stage	combinational, mW	clock (mW)	sequential, mW
4_1_cts	0.00432	0.0813	0.132
5_1_grt	0.00477	0.0851	0.132
6_report	0.00411	0.0780	0.132
Power is estimated from default activity; no workload was simulated.
