**/design/flow/run.sh**
```bash
#!/bin/bash
# OpenROAD 26Q1-2900-gdf79404cd8, Yosys 0.63+post, stock flow scripts
make -C /OpenROAD-flow-scripts/flow DESIGN_CONFIG=/design/flow/config.mk WORK_HOME=/design/flow/orfs finish
```
**/design/flow/config.mk**
```make
export PLATFORM = sky130hd
export DESIGN_NAME = sigmoid
export DESIGN_NICKNAME = sigmoid
export VERILOG_FILES = /design/flow/design.v
export SDC_FILE = /design/flow/constraint.sdc
export NUM_CORES = 4
export LEC_CHECK = 1
export CORE_UTILIZATION = 30
```
**/design/flow/constraint.sdc**
```tcl
current_design sigmoid

set clk_period 8.8
set clk_io_pct 0.2

create_clock -name clk0 -period $clk_period [get_ports {clk}]

set non_clock_inputs [all_inputs -no_clocks]
set_input_delay [expr $clk_period * $clk_io_pct] -clock clk0 $non_clock_inputs
set_output_delay [expr $clk_period * $clk_io_pct] -clock clk0 [all_outputs]
```
**/design/flow/design.v**
```verilog
`timescale 1ns / 1ps
module sigmoid #(
    parameter DATA_WIDTH = 16,
    parameter FRAC_BITS  = 10
)(
    output signed [DATA_WIDTH-1:0] o_data,
    output                         o_valid,
    input  signed [DATA_WIDTH-1:0] i_data,
    input                          i_valid,
    input                          clk,
    input                          rst_n
);
    localparam INT_BITS = DATA_WIDTH - FRAC_BITS;
    localparam signed [DATA_WIDTH-1:0] FOUR       = {{INT_BITS-3{1'b0}}, 3'b100, {FRAC_BITS{1'b0}}};
    localparam signed [DATA_WIDTH-1:0] MINUS_FOUR = {{INT_BITS-3{1'b1}}, 3'b100, {FRAC_BITS{1'b0}}};
    localparam signed [DATA_WIDTH+1:0] ONE        = {{INT_BITS-1{1'b0}},   1'b1, {FRAC_BITS+2{1'b0}}};
    localparam signed [DATA_WIDTH+1:0] MINUS_ONE  = {{INT_BITS-1{1'b1}},   1'b1, {FRAC_BITS+2{1'b0}}};
    reg signed [DATA_WIDTH-1:0] i_data_reg;
    reg                         i_data_valid;
    always @ (posedge clk) begin
        if (i_valid) begin
            i_data_reg <= i_data;
        end
    end
    always @ (posedge clk or negedge rst_n) begin
        if (~rst_n) begin
            i_data_valid <= 1'b0;
        end
        else begin
            i_data_valid <= i_valid;
        end
    end
    wire signed [DATA_WIDTH+1:0] x1            = {{2{i_data_reg[DATA_WIDTH-1]}}, i_data_reg};  
    wire signed [DATA_WIDTH+1:0] add_minus_one = i_data_reg < 0 ? ONE : MINUS_ONE;
    wire signed [DATA_WIDTH+1:0] x2            = x1 + add_minus_one;
    wire                         past_limit    = i_data_reg < MINUS_FOUR || i_data_reg > FOUR;
    wire signed [DATA_WIDTH+1:0] x3            = past_limit ? 0 : x2;
    reg  signed [DATA_WIDTH+1:0] stage1_reg_data;
    reg                          stage1_reg_sign;
    reg                          stage1_reg_valid;
    always @ (posedge clk) begin
        if (i_data_valid) begin
            stage1_reg_data <= x3;
            stage1_reg_sign <= i_data_reg < 0;
        end
    end
    always @ (posedge clk or negedge rst_n) begin
        if (~rst_n) begin
            stage1_reg_valid <= 1'b0;
        end
        else begin
            stage1_reg_valid <= i_data_valid;
        end
    end
    reg signed [(DATA_WIDTH+2)*2-1:0] stage2_reg_data;
    reg                               stage2_reg_sign;
    reg                               stage2_reg_valid;
    always @ (posedge clk) begin
        if (stage1_reg_valid) begin
            stage2_reg_data <= stage1_reg_data * stage1_reg_data;
            stage2_reg_sign <= stage1_reg_sign;
        end
    end
    always @ (posedge clk or negedge rst_n) begin
        if (~rst_n) begin
            stage2_reg_valid <= 1'b0;
        end
        else begin
            stage2_reg_valid <= stage1_reg_valid;
        end
    end
    localparam signed [(DATA_WIDTH+2)*2:0] ONE_EXT = {{INT_BITS*2-1{1'b0}}, 1'b1, {(FRAC_BITS+2)*2+1{1'b0}}};
    wire signed [(DATA_WIDTH+2)*2:0] x4 = {stage2_reg_data[(DATA_WIDTH+2)*2-1], stage2_reg_data};   
    wire signed [(DATA_WIDTH+2)*2:0] x5 = ONE_EXT - x4;
    wire signed [(DATA_WIDTH+2)*2:0] x6 = stage2_reg_sign ? x4 : x5;
    assign o_data  = x6[(FRAC_BITS+2)*2+INT_BITS:FRAC_BITS+5];
    assign o_valid = stage2_reg_valid;
endmodule
```
==> notes.md <==
Quick summary of the implementation run below.

The global-route total usage across every layer came out at 13.0%. In this run the tools logged warnings totalling 32. The max-slew headroom at the worst pin is between 40% and 50%. Dividing the final minimum period by the clock period gives 75.5%. Summing every instance area after synthesis gives 12400 um2.

The required time at the worst-slack endpoint is 8880 ps. The endpoint of the worst hold path is reported as stage2_reg_valid$_DFF_PN0_. The mean instance size in the synthesized netlist came out at 9.93 um2.

The flop and latch count out of synthesis is approximately 68. The clock latency of the later-clocked register in the worst-skew pair came out at 350 ps. The routed design could run at a clock period as short as 6640 ps.

The chip width came out at 206 um. The flow ran to the end, and the final reports show no timing, DRC or antenna violations. For the final database, setup skew stands at roughly 7.5 ps. The class of the worst hold path is reg2reg. The quantity of gates resized following cts is 0.

The register area share after synthesis is 16.3%. Setup repair after global routing left no endpoint under its margin. The layout cell share with drive strength beyond 1 came out at 3.35%. The arrival time of data at the worst endpoint is listed as 6730 ps. The wire length of the first global-routing pass came out at between 40000 and 50000 um. The via density per instance is 4.23. The total of buffers placed on input and output ports came out at 35.

The path depth of the worst reg2reg path came out at 20. The residual DRC count is 0. The minimum hold slack came out at 379 ps. The flip-flop cell with the highest count after synthesis is edfxtp_1. The number of buffers added by the clock tree synthesis step came out at 9. Antenna repair during routing inserted a diode count of 0.

The routability congestion estimate came out at between 0.9 and 1. From bottom edge to top edge, the die measures 206 um. The post-synthesis cell count from yosys came out at 1253. The count of max-cap constraint violations came out at 0. The worst-case clock buffer depth came out at 2. The iteration tally of the first detailed-router pass came out at 5.

The achievable clock frequency is between 0.15 and 0.2 GHz. The chip footprint is 42300 um2. The number of antenna violations at the first check in global routing came to 0.

The post-detailed-route count of antenna-violating nets is 0. The first routing iteration left 272 violations. The total setup buffers inserted after CTS came out at 0.

The register with the most flip-flops in the layout has 30 of them. The worst-margin pin slew is 762 ps. The post-route setup TNS is 0 ps.

The startpoint identified for the worst register-to-register timing path is stage1_reg_data[15]$_SDFFCE_PP0P_. The setup slack of the most critical reg-to-reg path is 2160 ps. The via count came out at 7680.

The total half-perimeter wirelength after legalization and detailed placement came out at between 20000 and 25000 um. The maximum number of pins on one net before global-route repair came out at 32. The worst setup path is launched from a flop.

The total number of H-tree levels is 3. The worst-path maximum fanout is 21. The number of stages on the worst hold path is 0. The synthesis report gives the async set-or-reset register share as 4.41%. Per the detail_route report, routed wire per instance is 13.0 um.

The total wire length after detailed routing came out at 23600 um. The kind of critical path is reg2reg. The critical path starts at stage1_reg_data[15]$_SDFFCE_PP0P_. The total number of placement rows is 74. The core region is 40900 um2. The CTS tree is built.

The sum of overflow across all layers after global routing is 0. The clock transition time at the flip-flop clock pins of the worst setup and hold paths came out at 60 ps. Compared with the post-synthesis result, the final layout area differs by 9.92%. Looking at the reg2reg group, the worst path ends at stage2_reg_data[30]$_DFFE_PP_. The core utilization before placement came out at 30.4%. The capturing element type of the critical path is a flop. The number of global-route vias before repair came out at 8687. The number of max-slew violations in the final report is 0. The cell count after synthesis came out at 1253. The post-cts hold-fix buffer tally is 0. The area recorded from the Yosys report for this design is 12400 um2. In this run the count of I/O pins placed on the die edge is 36.

The synthesized design contains 65 enable-type register cells. The setup-violating endpoint count in the final report is 0. The clock sink total came out at 68. For this run, the number of Yosys warnings is 1. The startpoint identified for the worst hold timing path is stage1_reg_valid$_DFF_PN0_. The CTS root buffer is clkbuf_16.

The number of different library cells in the post-synthesis netlist came out at 63. The final timing report lists a hold violation count of 0.
[metal layers]
layer	share of wire (%)	global-route usage, %	wire length [um]	up-vias
met5	0	0	0	-
met4	1.2	1.27	285	0
met3	9.5	5.55	2240	15
met2	45	20.2	10600	185
met1	44	18.2	10500	3727
li1	-	-	-	3753
[how the worst max path moves through the flow]
| stage | slack (ps) | to | cells after the start |
|---|---|---|---|
| 6_report | 2160 | stage2_reg_data[30]$_DFFE_PP_ | 20 |
| 5_1_grt | 1730 | stage2_reg_data[30]$_DFFE_PP_ | 20 |
| 4_1_cts | 2110 | stage2_reg_data[30]$_DFFE_PP_ | 20 |
[cells by family (layout without fill, tap and decap cells)]
logic type	count (synthesis)	after routing	synth area share, %
buffers and inverters	427	459	12.9
AND-OR/OR-AND	80	80	4.55
AND/OR/NAND/NOR	260	260	10.4
multiplexers	3	3	0.251
adder cells (fa/ha/maj)	359	359	51.7
flip-flops	68	68	16.3
XOR/XNOR	56	56	3.94
[per-stage QoR]
stage / worst slack [ps] / instances / util (%) / cell area [um2]
finish: 2160 / 1817 / 33.4 / 13700
global route: 1730 / 1817 / 33.4 / 13700
CTS: 2110 / 1817 / 33.4 / 13700
detailed placement: 2130 / 1801 / 32.8 / 13400
global placement: 2180 / 1801 / 32.8 / 13400
floorplan: 2780 / 1253 / - / 12400
[layout by cell type, fill, tap and decap left out, types with 9 or more instances in the layout]
cell / count
clkdlybuf4s50_1: 35
nor3_1: 10
xnor2_1: 36
nand2_1: 109
edfxtp_1: 65
inv_1: 400
clkbuf_16: 9
nor2_1: 42
a21oi_1: 26
and2_1: 56
xor2_1: 20
ha_1: 100
fa_1: 259
nand3_1: 9
[cells in the mapped netlist, drive strengths merged, types with 4 or more instances]
| library cell | n | share of area, % |
|---|---|---|
| a21o | 4 | 0.24 |
| a21oi | 29 | 1.3 |
| a31oi | 6 | 0.35 |
| and2 | 56 | 2.8 |
| clkbuf | 24 | 0.72 |
| edfxtp | 65 | 16 |
| fa | 259 | 42 |
| ha | 100 | 10 |
| inv | 400 | 12 |
| nand2 | 109 | 3.3 |
| nand2b | 7 | 0.35 |
| nand3 | 9 | 0.36 |
| nor2 | 42 | 1.3 |
| nor3 | 10 | 0.40 |
| nor4 | 8 | 0.67 |
| o211ai | 4 | 0.28 |
| o21a | 4 | 0.24 |
| o21ai | 11 | 0.44 |
| xnor2 | 36 | 2.5 |
| xor2 | 20 | 1.4 |
[area by class of cell]
cell class / count / area [um2]
fillers: 4084 / 27200
multi-input cells: 758 / 8810
flip-flops and latches: 68 / 2030
inverters: 401 / 1510
well taps: 532 / 666
repair buffers: 42 / 403
clock buffers: 9 / 225
clock inverters: 7 / 43.8
[worst max-delay path: stages, from the launching register on]
cell,delay [ps]
edfxtp_1,810
nand2_1,250
inv_1,210
fa_1,550
fa_1,540
ha_1,430
inv_1,190
fa_1,530
inv_1,60
fa_1,530
inv_1,50
fa_1,480
inv_1,40
ha_1,360
a21o_1,230
a31oi_2,240
o21a_1,170
a32oi_1,130
a311oi_2,360
a21oi_2,100
xnor2_1,130
